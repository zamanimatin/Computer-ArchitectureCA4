==> design.v <==
`timescale 1ns/1ns
module Control (input [31:0]instruction, input EorEbar, output [8:0] ControlOutput, output reg[1:0] PcSrc);
    wire [5:0]functionType, Opcode;
    assign Opcode = instruction[31:26];
    assign functionType = instruction[5:0];
    reg MemRead, MemWrite, ALUSrc, RegDst, MemToReg, RegWrite;
    reg [2:0] ALUop;
    assign ControlOutput = {MemRead, MemWrite, ALUSrc, RegDst, ALUop, MemToReg, RegWrite};
    always @(instruction, EorEbar)begin
        {MemRead, MemWrite, ALUSrc, RegDst, MemToReg, RegWrite, ALUop, PcSrc} = 11'b0;
        case(Opcode)
            6'b000000 : begin  
                RegWrite = 1'b1;
                case(functionType)
                    6'b100000 : begin  
                        ALUop = 3'b010;
                    end
                    6'b100010 : begin  
                        ALUop = 3'b110;
                    end
                    6'b100100 : begin  
                        ALUop = 3'b000;
                    end
                    6'b100101 : begin  
                        ALUop = 3'b001;
                    end
                    6'b101010 : begin  
                        ALUop = 3'b111;
                    end
                endcase
            end
            6'b001000 : begin  
                ALUSrc = 1'b1;
                RegDst = 1'b1;
                RegWrite = 1'b1;
                ALUop = 3'b010;
            end
            6'b001100 : begin  
                ALUSrc = 1'b1;
                RegDst = 1'b1;
                RegWrite = 1'b1;
                ALUop = 3'b000;
            end
            6'b100011 : begin  
                RegWrite = 1'b1;
                ALUSrc = 1'b1;
                ALUop = 3'b010;
                RegDst = 1'b1;
                MemRead = 1'b1;
                MemToReg = 1'b1;
            end
            6'b101011 : begin  
                ALUSrc = 1'b1;
                ALUop = 3'b010;
                MemWrite = 1'b1;
            end
            6'b000010 : begin  
                PcSrc = 2'b10;
            end
            6'b000100 : begin  
                PcSrc = {1'b0, EorEbar};
            end
            6'b000101 : begin  
                PcSrc = {1'b0, ~EorEbar};
            end
        endcase
    end
endmodule
module ForwardingUnit (input [4:0]RsWire, RtWire, RDRegstage4, RDRegstage5, input RegWriteSignalstage4, RegWriteSignalstage5, output reg[1:0] ForwardingWire3, ForwardingWire4);
    always @(RsWire, RtWire, RDRegstage4, RDRegstage5, RegWriteSignalstage4, RegWriteSignalstage5)begin
        {ForwardingWire3, ForwardingWire4} = 4'b0;
        if(RsWire == RDRegstage4 && RegWriteSignalstage4 == 1'b1)
            ForwardingWire3 = 2'b01;
        else if(RsWire == RDRegstage5 && RegWriteSignalstage5 == 1'b1)
            ForwardingWire3 = 2'b10;
        if(RtWire == RDRegstage4 && RegWriteSignalstage4 == 1'b1)
            ForwardingWire4 = 2'b01;
        else if(RtWire == RDRegstage5 && RegWriteSignalstage5 == 1'b1)
            ForwardingWire4 = 2'b10;
    end
endmodule
module HazardUnit (input [4:0]Rs, Rt, RdNextStage, input MemReadNextStage, firstBitPcSrc, input[5:0]Opcode, output reg PcWrite, IFIDWrite, HazardSel, IFIDBubble);
    always @(Rs, Rt, RdNextStage, MemReadNextStage, firstBitPcSrc, Opcode) begin
        {PcWrite, IFIDWrite, HazardSel, IFIDBubble} = 4'b1110;
        case(Opcode)
            6'b000000 : begin  
                if(MemReadNextStage == 1'b1 && (RdNextStage == Rs || RdNextStage == Rt))  
                    {PcWrite, IFIDWrite, HazardSel} = 3'b000;
            end
            6'b001000 : begin  
                if(MemReadNextStage == 1'b1 && RdNextStage == Rs)  
                    {PcWrite, IFIDWrite, HazardSel} = 3'b000;
            end
            6'b001100 : begin  
                if(MemReadNextStage == 1'b1 && RdNextStage == Rs)  
                    {PcWrite, IFIDWrite, HazardSel} = 3'b000;
            end
            6'b101011 : begin  
                if(MemReadNextStage == 1'b1 && (RdNextStage == Rs || RdNextStage == Rt))  
                    {PcWrite, IFIDWrite, HazardSel} = 3'b000;
            end
            6'b000010 : begin  
                IFIDBubble = 1'b1;
            end
            6'b000100 : begin  
                if(firstBitPcSrc == 1'b1)
                    IFIDBubble = 1'b1;
            end
            6'b000101 : begin  
                if(firstBitPcSrc == 1'b1)
                    IFIDBubble = 1'b1;
            end
            default : begin
                {PcWrite, IFIDWrite, HazardSel, IFIDBubble} = 4'b1110;
            end
        endcase
    end
endmodule
==> run.sh <==
#!/bin/bash
# OpenROAD 26Q1-2900-gdf79404cd8, Yosys 0.63+post, stock flow scripts
make -C /OpenROAD-flow-scripts/flow DESIGN_CONFIG=/design/flow/config.mk WORK_HOME=/design/flow/orfs finish
==> config.mk <==
export PLATFORM = sky130hd
export DESIGN_NAME = Control
export DESIGN_NICKNAME = Control
export VERILOG_FILES = /design/flow/design.v
export SDC_FILE = /design/flow/constraint.sdc
export NUM_CORES = 4
export LEC_CHECK = 1
export CORE_AREA = 10 10 70 70
export DIE_AREA = 0 0 80 80
==> constraint.sdc <==
current_design Control

set clk_period 2.1
set clk_io_pct 0.2

create_clock -name clk0 -period $clk_period

set non_clock_inputs [all_inputs -no_clocks]
set_input_delay [expr $clk_period * $clk_io_pct] -clock clk0 $non_clock_inputs
set_output_delay [expr $clk_period * $clk_io_pct] -clock clk0 [all_outputs]
==> Slide: Implementation Results <==
Synthesis and Place & Route Summary

Outcome
  • Outcome: finished, final reports clean

Layout
  • Gate Area: 233 sq um
  • Share of layout cells above drive strength 1: 0.557
  • Fin cells: 116
  • Register area: 0 sq um
  • Seq cells: 0
  • Layout area overhead: 193%
  • Highest-count logic cell in the final layout: buf_4
  • Fillers: 388
  • Util after Layout: 0.193
  • Clkbuf count: 0
  • Top cells excl fill/tap: buf_4, dlygate4sd2_1, buf_2, buf_6, clkdlybuf4s50_1

Detailed routing
  • Via count: 382
  • DRC viols: 0
  • Iter 0 DRT Violations: 19
  • Remaining antenna violation count after routing: 0
  • N_diodes: 0
  • Via density: 3.29
  • Average wire per standard cell: 10.6 um
  • DR pass1 iterations: 2
  • WL final: 1230 um

GRT
  • M2 GR Usage: 0.0506
  • Met3 usage: 0.0136
  • Layer with the highest usage: met1
  • Remaining Overflow, GRT: 0
  • Vias in the first global route: 412
  • Routing usage on met1: 0.0527
  • Initial antenna violation count: 0
  • GRT Util Overall: 0.0358
  • Largest net degree at the start of global routing: 6
  • First-pass GRT wire length: 1930 um

Yosys
  • Main area contributors: buf_4, o21ai_0, or4b_4
  • Seq share, synth: 0
  • Distinct lib cells: 21
  • Warnings from Yosys: 1
  • Most area-hungry cell type in the Yosys netlist: buf_4
  • Yosys Chip Area: 225 sq um
  • Ys cells: 35
  • Synthesized instance count: 35
  • Top cell area share: 0.200
  • Syn avg cell area: 6.43 sq um
  • Post-Syn Area: 225 sq um

Pwr
  • Post-layout total power: 0.0826 mW
  • IR Drop Worst-Case VDD: 0.0453 mV
  • Pwr Density: 125 nW/um^2
  • P_leak: 0.308 nW

Critical path
  • Critical Path End Type: primary output
  • Max FO, Critical Path: 3
  • Crit Path Class: in -> out
  • Worst setup path endpoint: ControlOutput[6]
  • Worst Path Buf+Inv: 4
  • Largest delay share family, worst path: buffers and inverters
  • Critical path's slowest cell: or4b_4
  • WP depth: 6
  • Critical path origin: instruction[31]
  • Max incr delay on CP: 540 ps
  • Startpoint types: input pin
  • Most common cell on crit path: buf_6
  • Worst EP arrival: 1640 ps
  • CP Cell Sequence: buf_2 > or4b_4 > buf_6 > buf_6 > a21oi_2 > dlygate4sd2_1
  • WP data required: 1680 ps

Final timing
  • Least-Margin Pin Slew: 254 ps
  • RSZ-0062 raised after global routing: no
  • Slew Limit Fails: 0
  • Tmin final: 2060 ps
  • Final hold violations: 0
  • Final setup vio count: 0
  • Worst Slack Setup Final: 43.7 ps
  • Worst slew margin: 0.829
  • Final worst-path cycle share: 0.979
  • Max Fclk: 486 MHz

Job
  • Maxcap violations: 0
  • Log Warnings: 52

Floorplanning
  • Die H: 80 um
  • Row count: 21
  • Die width: 80 um
  • Die area: 6400 sq um
  • IO Count: 44
  • Total core area: 3420 sq um
  • Fp util: 0.0659

Placed design
  • DP Wirelength: 940 um
  • DP Cell Count: 109
  • IO buf count: 24
  • Setup WS pre-CTS: -621 ps
  • GPL Wtd Cong: 0.782

Min path
  • Hold Path Cell Cnt: 4
  • Type of the tightest min-delay check: in -> out

Clock tree
  • Hold Buf Count CTS: 0
through the flow:
step / setup TNS (ps) / hold WS (ps) / instance area (sq um)
after detailed placement: -5320 / 1810 / 553
final: 0 / 1210 / 659
after CTS: 0 / 1210 / 646
after floorplan: 0 / 856 / 225
after global placement: -5440 / 1800 / 553
after global routing: 0 / 1230 / 659
Yosys cell counts (all sizes together) (2+ instances only):
cell / count
buf: 6
inv: 3
o21ai: 5
nor3: 2
nand2: 2
or4b: 2
nor2: 3
worst min-delay path: cells and delay by family:
kind | cells | cell delay [ps]
buffers and inverters | 2 | 200
AND/OR/NAND/NOR | 2 | 170
how the worst min path moves through the flow:
stage               start       end  slack, ps
5_1_grt   instruction[28]  PcSrc[1]       1230
6_report  instruction[28]  PcSrc[1]       1210
4_1_cts   instruction[28]  PcSrc[1]       1210
report_power, final:
group	internal [mW]	total, mW	leakage, nW	switching, mW
sequential	0	0	0	0
combinational	0.0510	0.0826	0.308	0.0316
clock	0	0	0	0
layout make-up:
cell class,count,area share
tap,46,0.0873
timing repair buffer,41,0.543
inverter,3,0.0171
multi-input combinational,26,0.353
cells by family (layout without fill, tap and decap cells):
| group | Yosys count | count (layout) | synth area share |
|---|---|---|---|
| buffers and inverters | 9 | 44 | 0.250 |
| AND-OR/OR-AND | 8 | 8 | 0.217 |
| XOR/XNOR | 1 | 1 | 0.0389 |
| AND/OR/NAND/NOR | 17 | 17 | 0.495 |
per-layer routing:
metal	vias to the layer above	part of all wire
li1	196	-
met1	168	0.49
met2	18	0.39
met3	0	0.12
met4	0	0
met5	-	0
what timing repair did:
item                                    4_1_cts  5_1_grt
endpoints found under the setup margin       11        2
resized                                      57        5
pin swaps                                    10        2
setup buffers                                 6        1
No activity file was given, so power comes from the tool's default toggle rates.
